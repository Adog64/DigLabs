<file path="./constraint.sdc">
current_design stopwatch

set clk_period 2.8
set clk_io_pct 0.2

create_clock -name clk0 -period $clk_period [get_ports {MAX10_CLK1_50}]

set non_clock_inputs [all_inputs -no_clocks]
set_input_delay [expr $clk_period * $clk_io_pct] -clock clk0 $non_clock_inputs
set_output_delay [expr $clk_period * $clk_io_pct] -clock clk0 [all_outputs]
</file>
<file path="./run.sh">
#!/bin/bash
# OpenROAD 26Q1-2900-gdf79404cd8, Yosys 0.63+post, stock flow scripts
make -C /OpenROAD-flow-scripts/flow DESIGN_CONFIG=/design/flow/config.mk WORK_HOME=/design/flow/orfs finish
</file>
<file path="./config.mk">
export PLATFORM = sky130hd
export DESIGN_NAME = stopwatch
export DESIGN_NICKNAME = stopwatch
export VERILOG_FILES = /design/flow/design.v
export SDC_FILE = /design/flow/constraint.sdc
export NUM_CORES = 4
export LEC_CHECK = 1
export CORE_UTILIZATION = 30
</file>
<file path="./design.v">
module stopwatch(input MAX10_CLK1_50, input [1:0]KEY, output [7:0]HEX3, output [7:0]HEX2, output [7:0]HEX1, output [7:0]HEX0);
    reg [3:0]count0;
    reg [3:0]count1;
    reg [3:0]count2;
    reg [3:0]count3;
    reg [32:0]scaler;
    reg running = 1;
    wire start_stop;
    dec_to_7_seg hundreths (.clk(MAX10_CLK1_50), .dec(count0), .dot(0), .segs(HEX0));
    dec_to_7_seg tenths    (.clk(MAX10_CLK1_50), .dec(count1), .dot(0), .segs(HEX1));
    dec_to_7_seg ones      (.clk(MAX10_CLK1_50), .dec(count2), .dot(1), .segs(HEX2));
    dec_to_7_seg tens      (.clk(MAX10_CLK1_50), .dec(count3), .dot(0), .segs(HEX3));
    t_flip_flop toggle_run (.clk(MAX10_CLK1_50), .t(KEY[0]), .q(start_stop));
    always @(posedge MAX10_CLK1_50) begin
        running <= start_stop;
        if (~KEY[1] & ~running) begin
            scaler <= 0;
            count0 <= 0;
            count1 <= 0;
            count2 <= 0;
            count3 <= 0;
        end
        if (running) begin
            if (scaler < 500000) begin  
                scaler <= scaler + 1;
            end else begin
                scaler <= 0;
                if (count0 < 9) begin
                    count0 <= count0 + 1;
                end else begin
                    count0 <= 0;
                    if (count1 < 9) begin
                        count1 <= count1 + 1;
                    end else begin
                        count1 <= 0;
                        if (count2 < 9) begin
                            count2 <= count2 + 1;
                        end else begin
                            count2 <= 0;
                            if (count3 < 5) begin
                                count3 <= count3 + 1;
                            end else begin
                                count3 <= 0;
                            end
                        end
                    end
                end
            end
        end
    end
endmodule
module dec_to_7_seg(clk, dec, dot, segs);
    input clk;
    input [3:0]dec;
    input dot;
    output reg [7:0]segs = 8'b1111_1111;
    always @(clk) begin
        case (dec)
            0: begin
                segs <= 8'b1100_0000;
            end
            1: begin
                segs <= 8'b1111_1001;
            end
            2: begin
                segs <= 8'b1010_0100;
            end
            3: begin
                segs <= 8'b1011_0000;
            end
            4: begin
                segs <= 8'b1001_1001;
            end
            5: begin
                segs <= 8'b1001_0010;
            end
            6: begin
                segs <= 8'b1000_0010;
            end
            7: begin
                segs <= 8'b1111_1000;
            end
            8: begin
                segs <= 8'b1000_0000;
            end
            9: begin
                segs <= 8'b1001_0000;
            end
        endcase
        if (dot) begin
            segs[7] <= 0;
        end
    end
endmodule
module t_flip_flop(input clk, input rst, input t, output reg q);
    reg hit = 0;
    always @ (posedge clk) begin  
        if (rst)
            q <= 0;
        else if (~t & ~hit) begin
            q <= ~q;
            hit <= 1;
        end else if (t)
            hit <= 0;
    end  
endmodule
</file>
==> out/results.ini <==
[setup_path]
cp-end-kind=register
r2r_cells=7
crit_type=reg2reg
required_ns=3.01
cp_data_arrival_time_ns=2.31
slowest_stage=a311oi_4
start_kind=register
max_stage_delay_ns=0.50
r2r_slack_ns=0.69
reg2reg_to=count3[1]
worstReg2RegStart=count1[0]
path_max_fanout=10
path_cells=inv_1 -> ha_1 -> nand2b_1 -> nand2_1 -> a311oi_4 -> and3_1 -> mux2i_1

[detailed_routing]
vias_per_cell=4.62
drt-initial-drc-count=153
drt-pass1-iter-count=5
wl_mm=5.61
wire_per_inst_um=10.2
drcViolationCount=0
diodes=0
ant_nets=0
num_vias=2545

[timing]
fin_crit_ns=2.11
fmax_mhz=475
fin_skew_ns=0.00408
unclocked_pins=28
setup_violations=0
rsz0062_at_grt=false
maxSlewViolCount=0
setup_tns_ns=0
setup_ws_ns=0.694
period_used_pct=75.2
tightest_slew_ns=0.831
relSlewSlack_pct=43.9
whs_ns=0.521
untimed_endpoints=56
hold_violations=0

[pwr]
combPwrFrac_pct=13.6
switching_share_pct=24.0
power_density_nw_per_um2=425
leakage_nw=1.64
power_mw=1.75
p_int_mw=1.33
seqPwrFrac_pct=54.4
peakVddDrop_v=0.000256
switchingPower_uw=419
clkPwrFrac_pct=31.9

[placement]
place_ws_ns=0.698
place_area_um2=3980
gp_congestion=0.789
port_buffers=29
dp.cells=544
dp_hpwl_mm=3.97

[yosys]
yosys.area.top_type=edfxtp_1
ys_ff=78
ys_types=51
ys_chip_area_um2=3520
syn_area_per_cell_um2=9.52
yosys_warnings=8
edf_count=33
postSynth.asyncResetShare_pct=0
ys_cells=370
yosys.area.top_type_share_pct=28.1
synth_area_um2=3520
area_leaders=edfxtp_1, dlxtn_1, dfxtp_1
synthCells=370
ff_type=edfxtp_1

[final_layout]
syn2layout_area_growth_pct=16.8
fin_cells=551
post-route-util_pct=36.0
final_area_um2=4110
layout_top_cell=nor2_1
final_layout_size_suffix_gt1_share_pct=4.41
nFillCells=1155
mostFrequentLayoutCells=nor2_1, nand2_1, edfxtp_1

[grt]
grt_max_degree=21
grt_use_total_pct=9.80
grt_pass1_vias=2142
use_met1_pct=14.8
use_met3_pct=1.86
top_usage_layer=met2
grt_pass1_wl_mm=9.46
antenna_found_initial=0
gr-total-overflow=0
grtUsageMet2_pct=15.7

[die]
core_um2=11400
die_h_um=110
die_x_um=110
io_pins=35
fp-utilization_pct=30.8
die_area_um2=12200
row_count=39

[flow_run]
openroad.warnings=41
max-cap-violations=0

[clock_tree]
cts_buffers=5
cts_buffer_depth=2
postCtsHoldBufs=0
clk_latency_ns=0.28
cts_tree=yes
htree_levels=2
clk_pin_slew_ns=0.06
post_cts_resize_count=0
cts_root_buf=clkbuf_16
post-cts-setup-buffers=0

[hold_path]
min_path_type=reg2reg
worstHoldEndpoint=count3[1]
worstHoldPathCells=2
hp-start=count3[1]

[outcome]
outcome=finished, final reports clean

==> how the worst max path moves through the flow <==
stage	endpoint	depth (start not counted)	slack, ns	from
CTS	count3[0]	7	0.68	count1[0]
global route	count3[1]	7	0.50	count1[0]
finish	count3[1]	7	0.69	count1[0]
==> routing by layer <==
metal,up-vias,routed length [um]
li1,1341,-
met1,1176,2880
met2,26,2560
met3,2,141
met4,0,23
met5,-,0
==> state kept, by name, indices dropped and copies added, names as in the netlist <==
signal          cells
scaler             33
count2              4
running             1
count3              4
ones.segs           7
tens.segs           7
count0              4
tenths.segs         7
count1              4
hundreths.segs      7
==> cell usage after synthesis (4+ instances only) <==
library cell	number
nor2_1	59
nand2_1	40
edfxtp_1	33
dlxtn_1	28
ha_1	20
o21ai_0	18
dfxtp_1	17
inv_1	14
a21oi_1	13
xor2_1	11
clkbuf_1	10
nand3_1	10
and3_1	7
mux2i_1	7
nand4_1	6
nor2b_1	6
buf_4	5
and4_1	4
nand2b_1	4
nor3_1	4
o211ai_1	4
==> power by group through the flow <==
stage / clock network [mW] / registers, mW / logic (mW)
global route: 0.606 / 0.960 / 0.280
CTS: 0.578 / 0.951 / 0.242
finish: 0.558 / 0.951 / 0.238
==> cell families (layout without fill, tap and decap cells) <==
kind of cell	Yosys count	in the layout	share of synthesized area (%)
and+or+nand+nor	156	156	20.9
AOI/OAI and AO/OA	59	59	11.7
adders and majority gates	20	20	7.11
other	2	19	0.213
muxes	8	8	2.31
xor gates and xnor gates	14	14	3.48
DFF	50	50	37.8
latches	28	28	11.9
buffers and inverters	33	54	4.55
==> critical path: cells and delay by family (launching register included) <==
kind	cells	cell delay, ns
flops	1	0.42
buf+inv	1	0.12
simple gates	3	0.57
fa+ha+maj	1	0.21
compound gates	1	0.50
mux	1	0.21
==> layout make-up <==
class / count / area [um2] / share of cell area (%)
Timing Repair Buffer: 33 / 320 / 7.79
Tap cell: 143 / 179 / 4.35
Clock inverter: 2 / 10.0 / 0.243
Sequential cell: 78 / 1750 / 42.6
Clock buffer: 5 / 125 / 3.04
Multi-Input combinational cell: 276 / 1670 / 40.7
Inverter: 14 / 52.6 / 1.28
Power and IR drop assume default switching activity.
